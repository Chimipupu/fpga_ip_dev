**flow/design.v**
```verilog
module uart_tx (
    input wire clk,
    input wire rst,
    input wire tx_start,
    input wire [7:0] tx_data,
    output reg tx,
    output reg tx_busy
);
    parameter CLK_FREQ = 50000000;
    parameter BAUD_RATE = 115200;
    localparam BAUD_DIV = CLK_FREQ / BAUD_RATE;
    reg [15:0] baud_cnt;
    reg [3:0] bit_idx;
    reg [9:0] shift_reg;
    always @(posedge clk or posedge rst) begin
        if (rst) begin
            tx <= 1'b1;
            tx_busy <= 1'b0;
            baud_cnt <= 0;
            bit_idx <= 0;
            shift_reg <= 10'b1111111111;
        end else begin
            if (tx_start && !tx_busy) begin
                shift_reg <= {1'b1, tx_data, 1'b0};
                tx_busy <= 1'b1;
                baud_cnt <= 0;
                bit_idx <= 0;
            end else if (tx_busy) begin
                if (baud_cnt < BAUD_DIV - 1) begin
                    baud_cnt <= baud_cnt + 1;
                end else begin
                    baud_cnt <= 0;
                    tx <= shift_reg[0];
                    shift_reg <= {1'b1, shift_reg[9:1]};
                    bit_idx <= bit_idx + 1;
                    if (bit_idx == 9) begin
                        tx_busy <= 1'b0;
                    end
                end
            end
        end
    end
endmodule
module uart_rx (
    input wire clk,
    input wire rst,
    input wire rx,
    output reg [7:0] rx_data,
    output reg rx_done
);
    parameter CLK_FREQ = 50000000;
    parameter BAUD_RATE = 115200;
    localparam BAUD_DIV = CLK_FREQ / BAUD_RATE;
    reg [15:0] baud_cnt;
    reg [3:0] bit_idx;
    reg [7:0] data_buf;
    reg receiving;
    always @(posedge clk or posedge rst) begin
        if (rst) begin
            baud_cnt <= 0;
            bit_idx <= 0;
            data_buf <= 0;
            rx_data <= 0;
            rx_done <= 0;
            receiving <= 0;
        end else begin
            rx_done <= 0;
            if (!receiving) begin
                if (!rx) begin
                    receiving <= 1;
                    baud_cnt <= 0;   
                    bit_idx <= 0;
                end
            end else begin
                if (baud_cnt < BAUD_DIV - 1) begin
                    baud_cnt <= baud_cnt + 1;
                end else begin
                    baud_cnt <= 0;
                    if (bit_idx < 8) begin
                        data_buf[bit_idx] <= rx;
                        bit_idx <= bit_idx + 1;
                    end else begin
                        rx_data <= data_buf;
                        rx_done <= 1;
                        receiving <= 0;
                    end
                end
            end
        end
    end
endmodule
```
**flow/run.sh**
```bash
#!/bin/bash
# OpenROAD 26Q1-2900-gdf79404cd8, Yosys 0.63+post, stock flow scripts
make -C /OpenROAD-flow-scripts/flow DESIGN_CONFIG=/design/flow/config.mk WORK_HOME=/design/flow/orfs finish
```
**flow/config.mk**
```make
export PLATFORM = sky130hd
export DESIGN_NAME = uart_rx
export DESIGN_NICKNAME = uart_rx
export VERILOG_FILES = /design/flow/design.v
export SDC_FILE = /design/flow/constraint.sdc
export NUM_CORES = 4
export LEC_CHECK = 1
export CORE_AREA = 10 10 111 111
export DIE_AREA = 0 0 121 121
```
**flow/constraint.sdc**
```tcl
current_design uart_rx

set clk_period 3.6
set clk_io_pct 0.2

create_clock -name clk0 -period $clk_period [get_ports {clk}]

set non_clock_inputs [all_inputs -no_clocks]
set_input_delay [expr $clk_period * $clk_io_pct] -clock clk0 $non_clock_inputs
set_output_delay [expr $clk_period * $clk_io_pct] -clock clk0 [all_outputs]
```
==> out/qor.tcl <==
set qor(syn-instance-count) 165
set qor(cts.sink_count) 38
set qor(vias) 1247
set qor(grtUsageTotal_pct) 4.77
set qor(grt-ovfl-total) 0
set qor(route.antenna.diode_count) 0
set qor(cts-root-to-sink-buffers) 2
set qor(cts_hold_repair_buffers) 0
set qor(log.warning_count) 30
set qor(avgViaCountPerCell) 3.96
set qor(edf_count) 0
set qor(clock_insertion_delay_worst_skew_ns) 0.28
set qor(post_synth_seq_share_pct) 50.3
set qor(area_leaders) {sky130_fd_sc_hd__dfrtp_1 50%, sky130_fd_sc_hd__mux2_2 6.0%, sky130_fd_sc_hd__ha_1 4.6%}
set qor(reg2reg_depth) 5
set qor(fp_util_pct) 19.2
set qor(yosys.area.top_type) {sky130_fd_sc_hd__dfrtp_1}
set qor(post_synthesis_cell_count_from_yosys) 165
set qor(layout_worst_path_cycle_share_pct) 59.6
set qor(floorplan.die.width_um) 121
set qor(ys_dominant_reg_cell) {sky130_fd_sc_hd__dfrtp_1}
set qor(grt_max_degree) 39
set qor(post_cts_buffers) 0
set qor(synth-area-yosys_mm2) 0.00189
set qor(worst_pin_slew_ns) 0.733
set qor(numSynthFlops) 38
set qor(timing.max_cap.violations) 0
set qor(gp_congestion) 0.824
set qor(crit_path_start_kind) {register}
set qor(cp-end-kind) {register}
set qor(timing.critical_path.required_ns) 3.77
set qor(post-synth-top-count-cell) {sky130_fd_sc_hd__dfrtp_1}
set qor(num_rows) 36
set qor(synth_warnings) 1
set qor(port-buffer-count) 11
set qor(clockRootBuffer) {sky130_fd_sc_hd__clkbuf_8}
set qor(final.setup_skew_ns) 0.00675
set qor(netlist_area_mm2) 0.00189
set qor(clock_slew_at_the_register_clock_pins_of_the_worst_setup_and_hold_paths_ns) 0.07
set qor(ant_nets) 0
set qor(core_mm2) 0.00986
set qor(cts_tree) {built}
set qor(worst_hold_path_type) {register to register}
set qor(cts-buffers-inserted) 5
set qor(run_status) {complete, no violations}
set qor(chipArea_mm2) 0.0146
set qor(fmaxAchievable_mhz) 466
set qor(synth_cell_types) 48
set qor(areal_power_density_over_the_cells_mw_per_mm2) 535
set qor(final.min_clock_period_ns) 2.14
set qor(timing_max_transition_violations_final) 0
set qor(grt_first_pass_wirelength_um) 5930
set qor(drive_above_1_share_pct) 18.7
set qor(htree_levels) 2
set qor(top_level_ports) 12
set qor(wl_per_cell_um) 10.7
set qor(dr.first_iter.drc_count) 66
set qor(postCtsResizedCells) 0
set qor(mean_area_per_synthesized_cell_um2) 11.5
set qor(dpl.hpwl_um) 2360
set qor(routed_wl_um) 3360
set qor(rsz0062_at_grt) {no}
set qor(grt_antenna_before_repair) 0
set qor(timing.critical_path.fanout_max) 10
set qor(ir_drop_uv) 173
set qor(timing_hold_violations_final) 0
set qor(number_of_global_route_vias_before_repair) 1237
set qor(synth.top_cells.by_count) {38 x sky130_fd_sc_hd__dfrtp_1, 15 x sky130_fd_sc_hd__nand3_1, 11 x sky130_fd_sc_hd__nand2_1}
set qor(rrSetupSlack_ns) 1.46
set qor(setup_total_negative_slack_ns) 0
set qor(post-synth-top-area-fraction_pct) 50.3
set qor(async_reset_ff_share_pct) 100
set qor(total_leakage_power_nw) 0.987
set qor(worst_path_arrival_time_ns) 2.31
set qor(criticalPathCategory) {register to register}
set qor(die.size.y_um) 121
set qor(drtPass1Iterations) 4
set qor(area_delta_synth_final_pct) 19.1
set qor(timing.max_slew.rel_slack_pct) 51.1
set qor(drc) 0
set qor(hold_path_depth) 1
set qor(timing.hold.ws_ns) 0.490
set qor(setup_viol) 0
[layer usage]
metal	vias up	global-route usage, %	share of wire [%]
met1	589	6.93	50
met4	0	1.13	2.6
li1	632	-	-
met5	-	0	0
met2	22	7.21	43
met3	4	0.897	4.3
[final timing paths]
path / start / end
worst max register to register: bit_idx[0]$_DFFE_PP0P_ / data_buf[0]$_DFFE_PP0P_
max in group asynchronous: rst / baud_cnt[13]$_DFFE_PP0P_
worst min-delay path: data_buf[5]$_DFFE_PP0P_ / data_buf[5]$_DFFE_PP0P_
min in group asynchronous: rst / rx_data[1]$_DFFE_PP0P_
worst min register to register: data_buf[5]$_DFFE_PP0P_ / data_buf[5]$_DFFE_PP0P_
worst max-delay path: bit_idx[0]$_DFFE_PP0P_ / data_buf[0]$_DFFE_PP0P_
[cells in the final DEF, fill, tap and decap left out, types with 3 or more instances in the layout]
master	instances
sky130_fd_sc_hd__o21ai_0	9
sky130_fd_sc_hd__dfrtp_1	38
sky130_fd_sc_hd__and2_1	7
sky130_fd_sc_hd__o2bb2ai_1	6
sky130_fd_sc_hd__nor2_1	3
sky130_fd_sc_hd__nand3_1	15
sky130_fd_sc_hd__nand2_1	11
sky130_fd_sc_hd__or3_1	3
sky130_fd_sc_hd__clkdlybuf4s50_1	11
sky130_fd_sc_hd__ha_1	7
sky130_fd_sc_hd__clkbuf_8	6
sky130_fd_sc_hd__mux2_2	10
sky130_fd_sc_hd__xnor2_1	3
sky130_fd_sc_hd__a21oi_1	3
sky130_fd_sc_hd__inv_1	7
[sequential cells by signal, indices dropped and copies added, names as in the netlist]
name and cells:
rx_data 8, bit_idx 4, baud_cnt 16, data_buf 8, rx_done 1, receiving 1
[logic make-up after synthesis]
family | after synthesis | synth area share, %
xor gates and xnor gates | 4 | 1.85
AOI/OAI and AO/OA | 32 | 13.7
adders and majority gates | 7 | 4.64
DFF | 38 | 50.3
and+or+nand+nor | 60 | 19.9
muxes | 12 | 7.02
buffers and inverters | 12 | 2.52
[through the flow]
stage	cell area [um^2]	std cells	util (%)	setup WS, ns	power, mW
after floorplan	1890	165	-	1.71	0.842
after global placement	2160	307	21.9	1.33	0.911
after detailed placement	2160	307	21.9	1.32	0.918
after CTS	2250	315	22.8	1.46	1.22
after global routing	2250	315	22.8	1.30	1.30
final	2250	315	22.8	1.46	1.21
[critical path: stages (launching register included)]
cell                      delay (ns)
sky130_fd_sc_hd__dfrtp_1        0.54
sky130_fd_sc_hd__inv_1          0.17
sky130_fd_sc_hd__ha_1           0.39
sky130_fd_sc_hd__or3_1          0.37
sky130_fd_sc_hd__nor4_2         0.18
sky130_fd_sc_hd__mux2_2         0.36
[layout make-up]
class	instances	area [um^2]
Fill cell	1028	7610
Sequential cell	38	951
Multi-Input combinational cell	115	891
Tap cell	133	166
Timing Repair Buffer	12	118
Clock buffer	7	86.3
Inverter	9	33.8
Clock inverter	1	5.00
[report_power, final]
group	internal, mW	switching (mW)
clock	0.154	0.138
combinational	0.139	0.181
sequential	0.490	0.103
total	0.783	0.422
Power figures rest on the tool's default switching activity, not on a simulated workload.
