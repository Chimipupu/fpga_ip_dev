File: design/flow/config.mk
export PLATFORM = sky130hd
export DESIGN_NAME = timer
export DESIGN_NICKNAME = timer
export VERILOG_FILES = /design/flow/design.v
export SDC_FILE = /design/flow/constraint.sdc
export NUM_CORES = 4
export LEC_CHECK = 1
export CORE_UTILIZATION = 40
File: design/flow/constraint.sdc
current_design timer

set clk_period 8.5
set clk_io_pct 0.2

create_clock -name clk0 -period $clk_period [get_ports {clk}]

set non_clock_inputs [all_inputs -no_clocks]
set_input_delay [expr $clk_period * $clk_io_pct] -clock clk0 $non_clock_inputs
set_output_delay [expr $clk_period * $clk_io_pct] -clock clk0 [all_outputs]
File: design/flow/design.v
module timer #(parameter WIDTH = 32)(
    input wire clk,
    input wire rst,
    input wire en,
    input wire oneshot,               
    input wire [WIDTH-1:0] compare_val,
    output reg [WIDTH-1:0] count,
    output reg irq
);
always @(posedge clk or posedge rst) begin
    if (rst) begin
        count <= 0;
        irq <= 0;
    end else if (en) begin
        if (count + 1 >= compare_val) begin
            irq <= 1;
            if (oneshot)
                count <= count;        
            else
                count <= 0;            
        end else begin
            count <= count + 1;
            irq <= 0;
        end
    end else begin
        irq <= 0;
    end
end
endmodule
File: design/flow/run.sh
#!/bin/bash
# OpenROAD 26Q1-2900-gdf79404cd8, Yosys 0.63+post, stock flow scripts
make -C /OpenROAD-flow-scripts/flow DESIGN_CONFIG=/design/flow/config.mk WORK_HOME=/design/flow/orfs finish
==> results.txt <==
run metrics: max-slew violation count 0, RSZ-0062 raised after global routing false, required time worst endpoint roughly 8.7 ns, synthesized flop and latch total 33, min cycle time layout 4.70 ns, Final Hold Violation Tally 0, Starting DRT DRC Count 129, Critical Path Source Type flip-flop, routed wire length a little under 7 mm, worst reg2reg path depth 13, Die ar. 7350 um^2, VDD IR max 0.120 mV, Syn-to-layout area delta 30.4%, fraction of registers with async set/reset 1.00, # resized after CTS 0, predominant post-synthesis flop cell dfrtp_1, post-route ant nets 0, clock power share 0.244, worst hold path cell count 1, Pwr per Cell Area ~130 nW/um^2, Detailed Place HPWL just over 5 mm, initial antenna violation count 0, synth warn 1, first-pass GRT wire length 11.7 mm, CTS HTree Levels 2, Switching Share 0.320, largest net degree at the start of global routing 35, Via Count ~2.5k, setup slack, reg-to-reg 3.80 ns, Worst Hold End count[31], cell type with the largest total area dfrtp_1, P_leak 1.68 nW, syn avg cell area 8.93 um^2, P_sw 0.150 mW, most frequent cells after synthesis inv_1, dfrtp_1, ha_1, kind of critical path reg -> reg, RePlAce Congestion around 0.89, n_diodes 0, flip-flops with a built-in enable 0, IO buf count 68, M3 GR Usage 0.0400, Top-area cell share 0.295, met1 usage 0.307, cells in synth_stat.txt 314, status finished clean, fmax around 0.21 GHz, later-pin clock latency in the skew report 0.28 ns, combinational share of power 0.329, vias in the first global route 2466, worst-path maximum fanout 21, gr busiest metal met2, hold slack 0.552 ns, core footprint just under 7000 um^2, grt met2 use 0.319, setup TNS 0 ns, path category of the worst min-delay check reg -> reg, worst r2r src count[0], share of cells above drive strength 1 0.0579, Hold Buf Count CTS 0, Initial DRT Pass Iterations 6, Relative slew margins 0.432, DR DRC count 0, top-count cell post-synth inv_1, clock-pin slew on the worst setup and hold paths 0.07 ns, synth unique cells between 40 and 50, Layout Skew 0.00392 ns, final instance area 3660 um^2, FP Util 0.413, yosys stat area 2800 um^2, # Max-Cap Violations 0, Post-DP Area 3570 um^2, wire per inst 14.4 um, origin of the worst min-delay path count[31], final setup fails 0, Num CTS Buffers 5, Critical R2R Capture count[10], Worst EP arrival 4.91 ns, Top area cell types dfrtp_1, ha_1, a32o_1, xnor2_1, inv_1, Vias/cell approximately 5.3, final cycle utilization of the critical path 0.552, # rows 30, Post-synth seq share 0.295, Sinks on Clock Net 33, Flop pwr share 0.426, Die Y 85.7 um, synthesized area 2800 um^2, IO Pins 69, Clock Root Buffer clkbuf_8, Synth Instances around 310, Die X ~86 um, gr ovfl total 0, All-Layer GR Usage 0.205, OpenROAD warnings 25, Int Power 0.319 mW, CTS Buffer Depth 2, Least-Margin Pin Slew 0.852 ns, CTS tree done, Post-CTS Setup Repair Bufs 0, Setup crit end kind flip-flop
==> worst max-delay path by stage <==
stage	start	endpoint	slack (ns)	cells past startpoint
after CTS	count[0]	count[6]	3.79	13
final	count[0]	count[10]	3.80	13
after global routing	count[0]	count[28]	3.41	13
==> final cells by class <==
type,count,area [um^2]
fillers,608,3140
multi-input cells,229,1770
flip-flops and latches,33,826
repair buffers,72,711
inverters,38,143
well taps,96,120
clock buffers,6,72.6
clock inverters,2,10.0
==> metrics by stage <==
| step | total power, mW | instances | utilization | setup WS (ns) |
|---|---|---|---|---|
| after global routing | 0.511 | 476 | 0.538 | 3.41 |
| after floorplan | 0.288 | 314 | - | 4.64 |
| after detailed placement | 0.358 | 468 | 0.526 | 3.78 |
| final | 0.470 | 476 | 0.538 | 3.80 |
| after global placement | 0.357 | 468 | 0.526 | 3.83 |
| after CTS | 0.478 | 476 | 0.538 | 3.79 |
==> cells by family after synthesis <==
kind of cell / share of synthesized area
AND/OR/NAND/NOR: 0.189
XOR/XNOR: 0.0964
buffers and inverters: 0.0723
adder cells (fa/ha/maj): 0.147
AND-OR/OR-AND: 0.186
multiplexers: 0.0143
flip-flops: 0.295
==> state kept, by name, indices dropped and copies added, names as in the netlist <==
signal / flops
count: 32
irq: 1
==> per-layer routing <==
metal / up-vias / wire (um)
met4: 0 / 132
met1: 1181 / 3250
li1: 1275 / -
met3: 9 / 361
met5: - / 0
met2: 63 / 3090
==> cells in the final DEF, fill, tap and decap left out, types with 4 or more instances in the layout <==
master	instances
nor2_1	18
a21oi_1	17
and3_1	4
dfrtp_1	33
inv_1	38
nand3_1	14
nand4_1	14
xor2_1	12
o21ai_0	5
ha_1	33
xnor2_1	17
clkbuf_8	5
clkdlybuf4s50_1	68
a32o_1	22
mux2i_1	4
o2bb2ai_1	9
buf_4	4
nand2_1	20
==> power by group through the flow <==
stage                 combinational (mW)  sequential (mW)  clock [mW]
after CTS                          0.157            0.200       0.120
after global routing               0.178            0.205       0.128
final                              0.155            0.200       0.115
==> worst max-delay path, stage by stage (launching register included) <==
cell,delay [ns]
dfrtp_1,0.50
ha_1,0.29
nand3_1,0.24
or2_2,0.45
nor4_4,0.39
nand3_1,0.15
xnor2_1,0.22
ha_1,0.30
a21oi_1,0.15
nand2_1,0.08
a221o_1,0.34
a211oi_1,0.45
and2_1,0.77
a32o_1,0.28
Power and IR drop assume default switching activity.
